## design.v

```verilog
module mux(
	input i0,i1,s,
	output y
);
	assign y = (s == 0) ? i0:i1;
endmodule
module sll(
	input [15:0] a_in,
	input [3:0] shft_amt,
	output[15:0] o
);
	wire [0:15] a;
	assign a = a_in;
	wire [0:15] out;
	assign o = out;
	mux m_3_15 (a[15],0,shft_amt[3],y_3_15);	mux m_3_14 (a[14],0,shft_amt[3],y_3_14);	mux m_3_13 (a[13],0,shft_amt[3],y_3_13);	mux m_3_12 (a[12],0,shft_amt[3],y_3_12);	mux m_3_11 (a[11],0,shft_amt[3],y_3_11);	mux m_3_10 (a[10],0,shft_amt[3],y_3_10);	mux m_3_9 (a[9],0,shft_amt[3],y_3_9);	mux m_3_8 (a[8],0,shft_amt[3],y_3_8);	mux m_3_7 (a[7],a[15],shft_amt[3],y_3_7);	mux m_3_6 (a[6],a[14],shft_amt[3],y_3_6);	mux m_3_5 (a[5],a[13],shft_amt[3],y_3_5);	mux m_3_4 (a[4],a[12],shft_amt[3],y_3_4);	mux m_3_3 (a[3],a[11],shft_amt[3],y_3_3);	mux m_3_2 (a[2],a[10],shft_amt[3],y_3_2);	mux m_3_1 (a[1],a[9],shft_amt[3],y_3_1);	mux m_3_0 (a[0],a[8],shft_amt[3],y_3_0);
	mux m_2_15 (y_3_15,0,shft_amt[2],y_2_15);	mux m_2_14 (y_3_14,0,shft_amt[2],y_2_14);	mux m_2_13 (y_3_13,0,shft_amt[2],y_2_13);	mux m_2_12 (y_3_12,0,shft_amt[2],y_2_12);	mux m_2_11 (y_3_11,y_3_15,shft_amt[2],y_2_11);	mux m_2_10 (y_3_10,y_3_14,shft_amt[2],y_2_10);	mux m_2_9 (y_3_9,y_3_13,shft_amt[2],y_2_9);	mux m_2_8 (y_3_8,y_3_12,shft_amt[2],y_2_8);	mux m_2_7 (y_3_7,y_3_11,shft_amt[2],y_2_7);	mux m_2_6 (y_3_6,y_3_10,shft_amt[2],y_2_6);	mux m_2_5 (y_3_5,y_3_9,shft_amt[2],y_2_5);	mux m_2_4 (y_3_4,y_3_8,shft_amt[2],y_2_4);	mux m_2_3 (y_3_3,y_3_7,shft_amt[2],y_2_3);	mux m_2_2 (y_3_2,y_3_6,shft_amt[2],y_2_2);	mux m_2_1 (y_3_1,y_3_5,shft_amt[2],y_2_1);	mux m_2_0 (y_3_0,y_3_4,shft_amt[2],y_2_0);
	mux m_1_15 (y_2_15,0,shft_amt[1],y_1_15);	mux m_1_14 (y_2_14,0,shft_amt[1],y_1_14);	mux m_1_13 (y_2_13,y_2_15,shft_amt[1],y_1_13);	mux m_1_12 (y_2_12,y_2_14,shft_amt[1],y_1_12);	mux m_1_11 (y_2_11,y_2_13,shft_amt[1],y_1_11);	mux m_1_10 (y_2_10,y_2_12,shft_amt[1],y_1_10);	mux m_1_9 (y_2_9,y_2_11,shft_amt[1],y_1_9);	mux m_1_8 (y_2_8,y_2_10,shft_amt[1],y_1_8);	mux m_1_7 (y_2_7,y_2_9,shft_amt[1],y_1_7);	mux m_1_6 (y_2_6,y_2_8,shft_amt[1],y_1_6);	mux m_1_5 (y_2_5,y_2_7,shft_amt[1],y_1_5);	mux m_1_4 (y_2_4,y_2_6,shft_amt[1],y_1_4);	mux m_1_3 (y_2_3,y_2_5,shft_amt[1],y_1_3);	mux m_1_2 (y_2_2,y_2_4,shft_amt[1],y_1_2);	mux m_1_1 (y_2_1,y_2_3,shft_amt[1],y_1_1);	mux m_1_0 (y_2_0,y_2_2,shft_amt[1],y_1_0);
	mux m_0_15 (y_1_15,0,shft_amt[0],out[15]);	mux m_0_14 (y_1_14,y_1_15,shft_amt[0],out[14]);	mux m_0_13 (y_1_13,y_1_14,shft_amt[0],out[13]);	mux m_0_12 (y_1_12,y_1_13,shft_amt[0],out[12]);	mux m_0_11 (y_1_11,y_1_12,shft_amt[0],out[11]);	mux m_0_10 (y_1_10,y_1_11,shft_amt[0],out[10]);	mux m_0_9 (y_1_9,y_1_10,shft_amt[0],out[9]);	mux m_0_8 (y_1_8,y_1_9,shft_amt[0],out[8]);	mux m_0_7 (y_1_7,y_1_8,shft_amt[0],out[7]);	mux m_0_6 (y_1_6,y_1_7,shft_amt[0],out[6]);	mux m_0_5 (y_1_5,y_1_6,shft_amt[0],out[5]);	mux m_0_4 (y_1_4,y_1_5,shft_amt[0],out[4]);	mux m_0_3 (y_1_3,y_1_4,shft_amt[0],out[3]);	mux m_0_2 (y_1_2,y_1_3,shft_amt[0],out[2]);	mux m_0_1 (y_1_1,y_1_2,shft_amt[0],out[1]);	mux m_0_0 (y_1_0,y_1_1,shft_amt[0],out[0]);
endmodule
```

## run.sh

```bash
#!/bin/bash
# OpenROAD 26Q1-2900-gdf79404cd8, Yosys 0.63+post, stock flow scripts
make -C /OpenROAD-flow-scripts/flow DESIGN_CONFIG=/design/flow/config.mk WORK_HOME=/design/flow/orfs finish
```

## config.mk

```make
export PLATFORM = sky130hd
export DESIGN_NAME = sll
export DESIGN_NICKNAME = sll
export VERILOG_FILES = /design/flow/design.v
export SDC_FILE = /design/flow/constraint.sdc
export NUM_CORES = 4
export LEC_CHECK = 1
export CORE_AREA = 10 10 72 72
export DIE_AREA = 0 0 82 82
```

## constraint.sdc

```tcl
current_design sll

set clk_period 1.9
set clk_io_pct 0.2

create_clock -name clk0 -period $clk_period

set non_clock_inputs [all_inputs -no_clocks]
set_input_delay [expr $clk_period * $clk_io_pct] -clock clk0 $non_clock_inputs
set_output_delay [expr $clk_period * $clk_io_pct] -clock clk0 [all_outputs]
```

==> impl_metrics.json <==
{
  "mux_share_pct": 43.43,
  "fp.dieW_um": 82,
  "crit_buf_inv": 2,
  "xor_area_share_pct": 0,
  "drv_cap": 0,
  "maxSlewViolCount": 0,
  "flops": 0,
  "n_fill_cell": 352,
  "synthCells": 100,
  "cpMaxStageDelayCell": "mux4_2",
  "grt_start_max_net_pins": 9,
  "grtUsageMet1_pct": 10.52,
  "cp.arrival_ns": 1.60,
  "hpwl_um": 2097,
  "period_needed_ns": 1.977,
  "flop_area_um2": 0,
  "relSlewSlack_pct": 77.54,
  "firstDrtPassIters": 4,
  "ys_warn_count": 63,
  "lay_top_count": "buf_4",
  "grt_setup_unrepaired": "true",
  "busiest_layer": "met2",
  "ys_sh_aoi_pct": 15.82,
  "ys_top_logic_family": "multiplexers",
  "num_vias": 904,
  "period_used_pct": 104.0,
  "antenna_found_initial": 0,
  "finalSetupViolations": 8,
  "use_met2_pct": 13.24,
  "setup_ws_ns": -0.07656,
  "die_area_um2": 6724,
  "avgSynthCellArea_um2": 7.432,
  "final_cell_mix": "buf_4 (23), buf_2 (14), mux2i_1 (10), dlygate4sd2_1 (10), buf_6 (9)",
  "path_max_fanout": 2,
  "nClkBuffers": 0,
  "wl_um": 2928,
  "drc_errors": 0,
  "io_pins": 36,
  "simple_gate_area_share_pct": 17.34,
  "fmax_mhz": 505.9,
  "ys_cells": 100,
  "crit_type": "in2out",
  "grt_pass1_wl_um": 4284,
  "worst_ir_drop_vdd_v": 0.0001196,
  "cp-start-kind": "input port",
  "initial_core_util_pct": 20.15,
  "globalplace.congestion": 0.8705,
  "viasPerCell": 4.612,
  "p_per_area_nw_per_um2": 257.5,
  "cpPeakStageDelay_ns": 0.48,
  "warnings": 34,
  "overflow": 0,
  "core_area_um2": 3689,
  "yosys_area_um2": 743.2,
  "cpLargestDelayFamily": "multiplexers",
  "status": "finished with violations",
  "grt_usage_pct": 7.755,
  "synth.cell_area_um2": 743.2,
  "layout-drive-gt1-share_pct": 62.84,
  "rows": 22,
  "portBuffers": 36,
  "mi_logic_area_um2": 797.0,
  "max_slew.worst_pin.slew_ns": 0.3275,
  "p_leak_nw": 0.6640,
  "report.final.hold_viol_count": 0,
  "met3_usage_pct": 1.542,
  "crit_path_end_kind": "output pin",
  "syn2layout_area_growth_pct": 99.33,
  "drtIter0Drc": 27,
  "hold_path.class": "in2out",
  "power_mw": 0.3815,
  "final_util_pct": 40.16,
  "crit_path_cell_trace": "clkdlybuf4s15_1, mux2_4, mux4_2, nor2_2, a21oi_2, buf_2",
  "n_antenna_cell": 0,
  "wl_per_cell_um": 14.94,
  "ys_seq_share_pct": 0,
  "ys_types": 29,
  "synthAdderAreaFrac_pct": 0,
  "required_ns": 1.52,
  "violations": "negative setup slack",
  "grt_pass1_vias": 911,
  "fp.dieH_um": 82,
  "ant_nets": 0
}
-- cells in the mapped netlist --
cell type | n | area share [%]
inv_2 | 1 | 0.50
nand3b_1 | 1 | 1.0
mux2_2 | 6 | 9.1
a31oi_1 | 4 | 3.4
nor2_1 | 8 | 4.0
buf_2 | 1 | 0.67
o31a_1 | 1 | 1.2
mux4_2 | 2 | 6.1
nand3_1 | 1 | 0.67
a21oi_1 | 3 | 2.0
inv_1 | 3 | 1.5
o21ai_0 | 1 | 0.67
a211o_1 | 1 | 1.2
nand2_1 | 7 | 3.5
o21a_1 | 1 | 1.0
buf_4 | 18 | 18
a2111oi_0 | 1 | 1.2
nor4_1 | 2 | 1.7
and2_0 | 1 | 0.84
clkbuf_1 | 2 | 1.0
mux2i_1 | 21 | 28
nor2b_1 | 2 | 1.7
a211oi_1 | 2 | 2.0
nor3_1 | 2 | 1.3
o22ai_1 | 3 | 2.5
buf_6 | 1 | 1.5
or2_2 | 1 | 0.84
o21ai_1 | 1 | 0.67
nand2b_1 | 2 | 1.7
-- where the power goes --
group / switching, mW / leakage, nW / total, mW / internal, mW
Sequential: 0 / 0 / 0 / 0
Clock: 0 / 0 / 0 / 0
Combinational: 0.161 / 0.664 / 0.382 / 0.221
-- through the flow --
| stage | hold slack (ns) | area (µm²) | setup TNS [ns] | std cells | worst slack [ns] |
|---|---|---|---|---|---|
| final | 1.102 | 1481 | -0.2337 | 196 | -0.07656 |
| after global routing | 1.143 | 1481 | -0.7775 | 196 | -0.1137 |
| after CTS | 1.117 | 1368 | -0.2357 | 195 | -0.09604 |
| after detailed placement | 1.884 | 1160 | -13.04 | 181 | -0.9955 |
| after global placement | 1.874 | 1160 | -12.65 | 181 | -0.9743 |
| after floorplan | 0.9430 | 743.2 | 0 | 100 | 0.09965 |
-- kinds of logic (layout without fill, tap and decap cells) --
group           count (synthesis)  after routing
mux                            29             29
compound gates                 18             18
simple gates                   27             27
buf+inv                        26             74
-- repair_timing --
action | in CTS | in global routing
setup endpoints to repair | 16 | 12
pin swaps | 13 | 5
buffers inserted | 14 | 1
hold buffers | 0 | 0
gates resized | 122 | 27
-- layer usage --
metal / vias to the layer above / part of all wire [%]
met2: 29 / 46
met5: - / 0
met1: 427 / 50
li1: 448 / -
met3: 0 / 4.7
met4: 0 / 0
-- path summary, 6_finish.rpt --
kind | startpoint | to | slack, ns | depth (start not counted)
setup / recovery | a_in[11] | o[13] | -0.08 | 6
hold / removal | shft_amt[0] | o[4] | 1.10 | 3
-- cell type report --
type / count / share of cell area, %
inverter: 4 / 1.351
multi-input combinational: 74 / 53.80
tap: 48 / 4.054
timing repair buffer: 70 / 40.79
Power figures rest on the tool's default switching activity, not on a simulated workload.
