==> /design/flow/design.v <==
module data_memory  
(  
	input	clk,  
	input	[15:0] addr,  
	input	[15:0] mem_write_data,  
	input	mem_write_en,  
	output	[15:0]mem_read_data  
);  
	integer i;  
	reg [15:0] ram [255:0];  
	wire [7:0] ram_addr = addr[7 : 0];
	initial begin  
		for( i=0; i<256; i=i+1 )
			ram[i] <= i;
	end  
	always @(posedge clk) begin  
		if (mem_write_en)  
			ram[ram_addr] <= mem_write_data;  
	end  
	assign mem_read_data = ram[ram_addr];
endmodule
==> /design/flow/run.sh <==
#!/bin/bash
# OpenROAD 26Q1-2900-gdf79404cd8, Yosys 0.63+post, stock flow scripts
make -C /OpenROAD-flow-scripts/flow DESIGN_CONFIG=/design/flow/config.mk WORK_HOME=/design/flow/orfs finish
==> /design/flow/config.mk <==
export PLATFORM = sky130hd
export DESIGN_NAME = data_memory
export DESIGN_NICKNAME = data_memory
export VERILOG_FILES = /design/flow/design.v
export SDC_FILE = /design/flow/constraint.sdc
export NUM_CORES = 4
export LEC_CHECK = 1
export CORE_UTILIZATION = 40
==> /design/flow/constraint.sdc <==
current_design data_memory

set clk_period 25.4
set clk_io_pct 0.2

create_clock -name clk0 -period $clk_period [get_ports {clk}]

set non_clock_inputs [all_inputs -no_clocks]
set_input_delay [expr $clk_period * $clk_io_pct] -clock clk0 $non_clock_inputs
set_output_delay [expr $clk_period * $clk_io_pct] -clock clk0 [all_outputs]
==> out/results.txt <==
Status: complete, no violations
Top flop regs: ram (4096)
Critical Path Sink Type: output port
Setup slack at placement: 8.331 ns
Layout area overhead: 14.47%
DRC marker count from the first detailed-route iteration: 4533
Max reg flops: 4096
RSZ-0062 raised after global routing: false
1st-pass router iterations: 7
Avg Cell Area, Syn: 23.11 sq um
Minimum clock period after layout: 16.86 ns
Global route total overflow: 0
Rows: 228
Max cap viols: 0
Post-CTS setup buffer count: 0
Syn Inst Count: 6711
Crit path cell chain: buf_16 > buf_4 > buf_4 > buf_4 > buf_4 > buf_4 > mux4_2 > a22oi_1 > a21oi_1 > o41ai_1 > buf_4 > nand4_1 > clkdlybuf4s50_1
Root Buffer: clkbuf_16
Global Route Usage Sum: 0.2198
CTS tree: done
Final GP Congestion: 0.8675
Yosys Warn Count: 1
GRT busiest layer: met2
Most frequent cells in the layout: edfxtp_1, mux4_2, a22oi_1
Total power: 13940 uW
CP Max Fanout: 59
Logic area: 0.03069 sq mm
# DRC: 0
CP startpoint: addr[0]
Hold_buf cts: 0
Normalized max-slew margin: 0.2166
Final period util: 0.6638
Largest Register: ram
Pin count of the biggest net entering global routing: 93
Crit path launch type: input port
Buffer depth of the longest clock path: 4
Setup ws final: 8.538 ns
Critical Path Stages: 13
VDD IR-drop max: 0.06268 mV
Slowest CP cell: o41ai_1
Setup TNS: 0 ns
Post-CTS sizing: 0
Met3 track demand over resource: 0.1698
Critical path arrival: 11.78 ns
Initial antenna violation count: 10
Yosys stat chip area: 0.1551 sq mm
Setup Viol. Count Final: 0
Placed instance area: 0.1645 sq mm
Die X-Extent: 624.7 um
Core area: 0.3857 sq mm
Pre-Place Util: 0.4021
CTS buffer count: 412
Final non-filler cell area: 0.1775 sq mm
Worst Setup EP: mem_read_data[9]
Class of the worst hold path: in -> reg
Routed vias: 71.91k
GR met1 Demand/Resource: 0.2492
Worst-Margin Slew: 1.160 ns
Unique cell types: 21
Yosys cell count: 6711
CP peak stage delay: 0.77 ns
Chip Area: 0.3902 sq mm
Most numerous logic cell after layout: edfxtp_1
Hold Vio Cnt, Final: 0
Vias in the first global route: 80.55k
Critical path required time: 20.32 ns
Final hold slack: 4.502 ns
Tool warnings: 34
Global-route wire length before repair: 554800 um
Kind of critical path: in -> out
Synthesized area: 0.1551 sq mm
Tally of buffers added on design ports: 41
WL final: 384500 um
Bufs and invs on worst path: 8
Fillers: 31.06k
Storage element area: 0.1230 sq mm
Clock Pin Slew Worst Setup and Hold Paths: 0.06 ns
Post-synth regs: 4096
Leak Pwr: 0.05423 uW
Die H: 624.7 um
Global Route met2 Usage: 0.3279
Post-DRT Antenna Nets: 0
PwrDens: 78.52 mW/mm^2
Cell mode on critical path: buf_4
Num ports: 50
CP delay by family, top: buffers and inverters
Register share after synthesis: 0.7931
Final tally of max-slew violations: 0
Via density: 5.641
Fmax: 59.31 MHz
Layout cells sized above 1: 0.2895
CTS H-tree lvls: 5
CTS Sinks: 4096
Avg WL per Cell: 30.16 um
Dpl hpwl: 226000 um
-- through the flow --
stage / std cells / util
floorplan: 6711 / -
global placement: 12000 / 0.4264
detailed placement: 12000 / 0.4264
CTS: 12740 / 0.4602
global route: 12750 / 0.4602
finish: 12750 / 0.4602
-- per-layer routing --
| metal | wire [um] | up-vias |
|---|---|---|
| li1 | - | 30060 |
| met1 | 117200 | 36830 |
| met2 | 186200 | 4388 |
| met3 | 66160 | 616 |
| met4 | 14410 | 16 |
| met5 | 467 | - |
-- cells by family (layout without fill, tap and decap cells) --
group           count (synthesis)  after routing  share of synthesized area
other cells                     0              8                          0
simple gates                  338            338                   0.009093
mux                          1024           1024                     0.1487
compound gates                832            832                    0.03666
buf+inv                       421           1275                    0.01240
flops                        4096           4096                     0.7931
-- Yosys cell counts (all sizes together) --
master,n,area (sq um)
inv,1,3.750
nor2b,7,43.79
edfxtp,4096,123000
a22oi,512,3844
nand2b,6,37.54
and2,3,18.77
o41ai,64,560.5
nor3,30,150.1
mux4,1024,23060
nand4,16,100.1
or3,1,6.260
clkbuf,249,934.7
nor2,232,870.8
buf,171,984.7
or2,2,12.51
nand2,28,105.1
nand3,13,65.06
a21oi,256,1281
-- area by class of cell --
cell class | count | area share
clock inverter | 234 | 0.01256
tap | 5175 | 0.03648
clock buffer | 508 | 0.06083
multi-input combinational | 2194 | 0.1729
inverter | 1 | 0.00002115
sequential | 4096 | 0.6929
antenna | 8 | 0.0001128
timing repair buffer | 532 | 0.02422
-- how the worst min path moves through the flow --
stage / from / endpoint / cells past startpoint
CTS: mem_write_data[1] / ram[208][1] / 1
finish: mem_write_data[1] / ram[208][1] / 1
global route: mem_write_data[1] / ram[208][1] / 1
-- power by group --
group | internal (uW) | leakage (uW) | switching, uW
sequential | 7450 | 0.0368 | 2.96
combinational | 214 | 0.0111 | 413
clock | 3370 | 0.00636 | 2490
total | 11000 | 0.0542 | 2900
Power and IR drop assume default switching activity.
