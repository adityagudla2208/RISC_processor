[./design.v]
module instr_mem
(  
	input			[15:0]	pc,  
	output wire	[15:0]	instruction  
);  
	wire [3:0] rom_addr = pc[3:0];
	reg [15:0] rom[15:0];  
	initial  
	begin  
		rom[0]	= 16'h444f;
		rom[1]	= 16'h465f;
		rom[2]	= 16'h14c0;
		rom[3]	= 16'h5040;
		rom[4]	= 16'h4840;
		rom[5]	= 16'h8b86;
		rom[6]	= 16'h0000;
		rom[7]	= 16'h0000;  
		rom[8]	= 16'h0000;  
		rom[9]	= 16'h0000;  
		rom[10]	= 16'h0000;  
		rom[11]	= 16'h9202;
		rom[12]	= 16'h0000;  
		rom[13]	= 16'ha440;  
		rom[14]	= 16'h0000;  
		rom[15]	= 16'h0000;  
	end  
	assign instruction = (pc[15:0] < 16) ? rom[ rom_addr[3:0] ] : 16'd0;
endmodule
[./run.sh]
#!/bin/bash
# OpenROAD 26Q1-2900-gdf79404cd8, Yosys 0.63+post, stock flow scripts
make -C /OpenROAD-flow-scripts/flow DESIGN_CONFIG=/design/flow/config.mk WORK_HOME=/design/flow/orfs finish
[./config.mk]
export PLATFORM = sky130hd
export DESIGN_NAME = instr_mem
export DESIGN_NICKNAME = instr_mem
export VERILOG_FILES = /design/flow/design.v
export SDC_FILE = /design/flow/constraint.sdc
export NUM_CORES = 4
export LEC_CHECK = 1
export CORE_AREA = 10 10 70 70
export DIE_AREA = 0 0 80 80
[./constraint.sdc]
current_design instr_mem

set clk_period 2.2
set clk_io_pct 0.2

create_clock -name clk0 -period $clk_period

set non_clock_inputs [all_inputs -no_clocks]
set_input_delay [expr $clk_period * $clk_io_pct] -clock clk0 $non_clock_inputs
set_output_delay [expr $clk_period * $clk_io_pct] -clock clk0 [all_outputs]
==> deck_impl_summary.md <==
Synthesis and Place & Route Summary

Status
  – Status: completed

Critical path
  – Critical Path RT: 1.76 ns
  – Slowest cell on the critical path: nor4_2
  – Worst EP arrival: 1.66 ns
  – CP max FO: 4
  – Critical path class: in2out
  – Worst stage delay on the critical path: 0.29 ns
  – Crit path capture type: output pin
  – Element type at the critical path start: input port
  – CP Cell Sequence: clkbuf_2 -> nor4_2 -> nand3_2 -> buf_6 -> buf_6 -> buf_6 -> nor4_4 -> buf_2
  – Crit-path most repeated cell: buf_6

Logic synthesis
  – Synth Warn #: 1
  – Yosys cell types: 23
  – Ys cells: 44
  – Yosys Chip Area: 299 µm²
  – Mapped Area: 299 µm²
  – Syn Inst Count: 44
  – Area share of the largest cell type after synthesis: 16.7%
  – Main area contributors: nor4_2 17%, o21ai_0 8.4%, nor3_2 6.7%
  – Syn Area/Cell: 6.80 µm²
  – Synth cell count leaders: 5 x nor2_1, 5 x o21ai_0, 4 x nor4_2
  – Seq share, synth: 0%
  – Cell type with the largest total area: nor4_2

Route
  – Total iterations of the first detailed-routing run: 4
  – Vias post-DR: 472
  – Wirelength per Cell: 11.1 µm
  – # diodes: 0
  – DRC viols: 0
  – Routed WL: 1.46 mm
  – Vias per cell: 3.58
  – 1st-iter DRT viols: 13
  – Antenna Nets Post-Route: 0

Finish
  – Register area: 0 µm²
  – CLK BUF: 0
  – P&R area growth vs syn: 149%
  – Share of cells above drive strength 1: 50.0%
  – Final non-filler cell total: 132
  – Seq Cell Count: 0

Place
  – Dpl cells: 124
  – Port buffer count: 31
  – Routability Congestion: 0.736
  – DP Worst Slack: -0.491 ns
  – Placed wire-length estimate: 1.12 mm

Pwr
  – Static leakage: 0.362 nW
  – Peak VDD IR: 0.0000288 V
  – Pwr dens: 86.3 nW/µm²

Floorplanning
  – Core Rows: 21
  – Die height: 80 µm
  – Die Area: 6400 µm²
  – FP Util: 8.75%
  – I/O pin total: 32
  – Die X: 80 µm
  – Total core area: 3420 µm²

Job
  – Tool warnings: 33
  – Max-Cap Viols: 0

Global routing
  – Overflow left after global routing: 0
  – Pin count of the biggest net entering global routing: 11
  – First-pass GRT wire length: 2.26 mm
  – Vias in the first global route: 436
  – Initial antenna violation count: 0
  – Total global-route track usage: 4.18%

Clocking
  – Hold-fix buffers, CTS: 0

Final timing
  – Final Critical Period: 2.10 ns
  – Final tally of max-slew violations: 0
  – Period utilization: 95.4%
  – RSZ-0062 raised after global routing: false
  – Setup violators final: 0
  – Post-route setup slack: 0.100 ns
  – Fin. Hold Viols: 0
  – Max Clock Freq: 476 MHz

Worst hold path
  – Hold path cells: 6
  – Worst Hold Class: in2out
-- layout by cell type (no fill, tap or decap), drive strengths merged --
cell	instances
a211o	1
a21oi	3
and3b	1
and4b	1
buf	21
clkbuf	10
clkdlybuf4s15	3
conb	1
dlygate4sd2	13
dlymetal6s2s	2
inv	2
nand2	2
nand2b	1
nand3	1
nand4b	1
nor2	5
nor2b	2
nor3	2
nor4	6
nor4b	1
o21a	1
o21ai	5
or3b	1
-- per-stage QoR --
step | setup TNS [ns] | power [mW] | cell area [µm²] | hold slack [ns] | utilization [%]
after floorplan | 0 | 0.0244 | 299 | 1.03 | -
final | 0 | 0.0643 | 744 | 1.37 | 21.8
after detailed placement | -6.12 | 0.0657 | 699 | 1.98 | 20.5
after global placement | -6.26 | 0.0646 | 699 | 1.98 | 20.5
after CTS | -0.168 | 0.0667 | 769 | 1.42 | 22.5
after global routing | 0 | 0.0698 | 744 | 1.42 | 21.8
-- routing by layer --
layer  GRT usage, %  wire [µm]
met5              0          0
met4              0          0
met3           2.27        257
met2           5.54        526
met1           6.06        674
-- report_power, final --
part	leakage, nW	internal [mW]	switching [mW]
clock network	0	0	0
logic	0.362	0.0336	0.0307
registers	0	0	0
-- final timing paths --
kind,startpoint,end,slack (ns)
min,pc[10],instruction[12],1.37
max,pc[12],instruction[0],0.10
-- repair_timing --
item                                    4_1_cts  5_1_grt
hold endpoints to repair                      0        0
setup buffers                                 7        1
gates cloned                                  1        0
gates resized                                56       19
pin swaps                                     9        6
endpoints found under the setup margin       15       15
-- area by class of cell --
cell class	instances	area, µm²
tap	46	57.6
timing repair buffer	49	398
inverter	2	7.51
multi-input combinational	35	282
fill	378	2670
-- worst max-delay path, delay by kind of cell --
kind / cells / cell delay (ns)
AND/OR/NAND/NOR: 3 / 0.62
buffers and inverters: 5 / 0.59
-- cell families after synthesis --
| kind of cell | share of synthesized area, % |
|---|---|
| buf+inv | 16.7 |
| simple gates | 63.2 |
| other cells | 1.25 |
| compound gates | 18.8 |
No activity file was given, so power comes from the tool's default toggle rates.
